File: ./run.sh
#!/bin/bash
# OpenROAD 26Q1-2900-gdf79404cd8, Yosys 0.63+post, stock flow scripts
make -C /OpenROAD-flow-scripts/flow DESIGN_CONFIG=/design/flow/config.mk WORK_HOME=/design/flow/orfs finish
File: ./config.mk
export PLATFORM = sky130hd
export DESIGN_NAME = adder_nbit_top
export DESIGN_NICKNAME = adder_nbit_top
export VERILOG_FILES = /design/flow/design.v
export SDC_FILE = /design/flow/constraint.sdc
export NUM_CORES = 4
export LEC_CHECK = 1
export CORE_AREA = 10 10 70 70
export DIE_AREA = 0 0 80 80
File: ./constraint.sdc
current_design adder_nbit_top

set clk_period 4.7
set clk_io_pct 0.2

create_clock -name clk0 -period $clk_period

set non_clock_inputs [all_inputs -no_clocks]
set_input_delay [expr $clk_period * $clk_io_pct] -clock clk0 $non_clock_inputs
set_output_delay [expr $clk_period * $clk_io_pct] -clock clk0 [all_outputs]
File: ./design.v
module adder_nbit 
    #( parameter N = 3)
    (
        input [N-1:0] a,
        input [N-1:0] b,
        output reg [N:0] sum
    );
    always @(*) begin
        sum[N:0] = a[N-1:0] + b[N-1:0];
    end
endmodule
module adder_nbit_top
    # ( parameter N = 3)
    (
        input [N-1:0] i_a,
        input [N-1:0] i_b,
        output [N:0] o_sum,
        output [6:0] o_HEX
    );
    adder_nbit #(.N(N))
        ADD0
    (
        .a(i_a),
        .b(i_b),
        .sum(o_sum)
    );
    hex_7seg_decoder #(.COMMON_ANODE_CATHODE(0))
        DEC0
    (
        .in(o_sum),
        .o_a(o_HEX[0]),
        .o_b(o_HEX[1]),
        .o_c(o_HEX[2]),
        .o_d(o_HEX[3]),
        .o_e(o_HEX[4]),
        .o_f(o_HEX[5]),
        .o_g(o_HEX[6])
    );
endmodule
module hex_7seg_decoder 
    # ( parameter COMMON_ANODE_CATHODE = 0 )  
    (
        input [3:0] in,
        output o_a,
        output o_b,
        output o_c,
        output o_d,
        output o_e,
        output o_f,
        output o_g
    );
    reg a, b, c, d, e, f, g;
    always @(*) begin
        case (in)
            4'd0 : {a, b, c, d, e, f, g} = 7'b1111110 ;
            4'd1 : {a, b, c, d, e, f, g} = 7'b0110000 ;
            4'd2 : {a, b, c, d, e, f, g} = 7'b1101101 ;
            4'd3 : {a, b, c, d, e, f, g} = 7'b1111001 ;
            4'd4 : {a, b, c, d, e, f, g} = 7'b0110011 ;
            4'd5 : {a, b, c, d, e, f, g} = 7'b1011011 ;
            4'd6 : {a, b, c, d, e, f, g} = 7'b1011111 ;
            4'd7 : {a, b, c, d, e, f, g} = 7'b1110000 ;
            4'd8 : {a, b, c, d, e, f, g} = 7'b1111111 ;
            4'd9 : {a, b, c, d, e, f, g} = 7'b1111011 ;
            4'd10 : {a, b, c, d, e, f, g} = 7'b1110111 ;
            4'd11 : {a, b, c, d, e, f, g} = 7'b0011111 ;
            4'd12 : {a, b, c, d, e, f, g} = 7'b1001110 ;
            4'd13 : {a, b, c, d, e, f, g} = 7'b0111101 ;
            4'd14 : {a, b, c, d, e, f, g} = 7'b1001111 ;
            4'd15 : {a, b, c, d, e, f, g} = 7'b1000111 ;
            default: {a, b, c, d, e, f, g} = 7'b1111110;  
        endcase
    end
    assign {o_a, o_b, o_c, o_d, o_e, o_f, o_g} = COMMON_ANODE_CATHODE ? {a, b, c, d, e, f, g} : ~ {a, b, c, d, e, f, g};
endmodule
==> results.txt <==
fresh numbers from the pnr run: yosys synthesis chip area 454 um^2, Worst Setup Start Kind input port, Sw Share 42.6%, NetSw 0.0556 mW, die width 80 um, Core Region 0.00342 mm^2, critical path peak fanout 2, worst path cell trace clkdlybuf4s50_1, ha_1, inv_1, fa_1, inv_1, ha_1, or3_1, a211oi_2, a31oi_2, o221ai_2, clkdlybuf4s50_1, top cells by count 7 x buf_4, 6 x ha_1, 5 x inv_1, post-route ant nets 0, synth-to-layout area growth 46.0%, Critical Path End Type output pin, post-route cell area 663 um^2, Synth Seq Share 0%, Max Cap Viol 0, RSZ-0062 raised after global routing no, most instantiated library cell after synthesis buf_4, GRT overflow 0, post-route minimum period 4.51 ns, Final setup viols 0, placed cells 116, syn_area_per_cell 7.97 um^2, cts hold-fix bufs 0, Final Hold Fails 0, Die ar. 0.00640 mm^2, # clk buffers 0, total negative slack 0 ns, Core Rows 21, Avg Vias per Cell 3.91, First-pass DRT Iterations 2, Synth Cell Area 454 um^2, first-pass GRT wire length 1990 um, total leakage power 0.257 nW, Max VDD drop 46.2 uV, Detailed Place HPWL 1080 um, Slew Viols, Final 0, final setup margin 0.185 ns, outcome finished, final reports clean, PwrDens 197 mW/mm^2, Crit Path Category input port to output pin, tool warnings 34, main area contributors ha_1 17%, buf_4 12%, a211oi_4 4.4%, fill cell count 383, Rel. slew slack 71.2%, Diodes inserted 0, Top cell area share 16.5%, drt drc 0, Core Util at FP 13.3%, post-synth top area cell ha_1, Post-Synthesis Cells 57, Port Buf Inserts 17, Comb pwr share 100.0%, gpl congestion 0.784, Yosys cell types 32, crit path max-delay cell type fa_1, fin crit share 96.1%, CP required 3.76 ns, CP max stage delay 0.49 ns, worst setup path endpoint o_HEX[3], area occupied by multi-input gates 367 um^2, DR vias 453, Util after Layout 19.4%, synth warn 2, WL per Instance 10.4 um, CP Launch Point i_a[0], Least-Margin Pin Slew 0.431 ns, yosys stat cell total 57, largest net degree at the start of global routing 10, registers 0, Layout Cells excl Fill 116, initial DRC count 61, Sequential Power Share 0%, data arrival time of the critical path 3.57 ns, DIE HEIGHT 80 um, proportion of layout cells with a drive suffix above 1 25.7%, Clock power frac 0%, Int Pwr 0.0751 mW, Post-Route WL 1210 um, Tot Pwr 0.131 mW, register area 0 um^2, Ports 17, Post-DP Area 652 um^2, initial antenna violation count 0, number of global-route vias before repair 412, post-place setup slack 0.124 ns, post-CTS setup buffers 0, total global-route track usage 3.65%, Fin Hold WS 3.11 ns, Max Freq 0.221 GHz, type of the tightest min-delay check input port to output pin
[kinds of logic (layout without fill, tap and decap cells)]
logic type	count (synthesis)	in the layout	share of synthesized area [%]
buffers and inverters	16	29	21.8
XOR/XNOR	1	1	3.58
AND-OR/OR-AND	19	19	35.3
adder cells (fa/ha/maj)	7	7	20.9
multiplexers	3	3	6.89
AND/OR/NAND/NOR	11	11	11.6
[layout by cell type (no fill, tap or decap), drive strengths merged]
master / synthesis / routed
or3: 1 / 1
inv: 7 / 7
ha: 6 / 6
xor2: 1 / 1
o32ai: 1 / 1
a211oi: 2 / 2
nor3: 1 / 1
o21a: 1 / 1
o221ai: 1 / 1
a31oi: 1 / 1
mux2: 1 / 1
a21oi: 2 / 2
nor2: 3 / 3
buf: 8 / 5
o21ai: 6 / 6
or2: 1 / 1
o221a: 1 / 1
clkdlybuf4s50: 0 / 17
mux2i: 2 / 2
o22ai: 2 / 2
a2bb2oi: 1 / 1
o31ai: 1 / 1
fa: 1 / 1
nand2: 5 / 5
[power groups by stage]
stage / Clock, mW / Sequential (mW) / Combinational (mW)
global route: 0 / 0 / 0.146
finish: 0 / 0 / 0.131
CTS: 0 / 0 / 0.132
[timing repair]
action | in CTS | in global routing
gates resized | 0 | 2
setup endpoints to repair | 0 | 1
endpoints found under the hold margin | 0 | 0
[cell type report]
type	instances	area share, %
Inverter	7	4.72
Tap cell	46	8.68
Multi-Input combinational cell	41	55.3
Timing Repair Buffer	22	31.3
[layer usage]
layer  part of all wire, %  vias to the layer above  global-route usage (%)
met3                   7.8                        0                   0.682
li1                      -                      230                       -
met2                    43                       10                    5.86
met1                    49                      213                    5.23
met5                     0                        -                       0
met4                     0                        0                       0
[worst max-delay path, delay by kind of cell]
family	cells	cell delay (ns)
adder cells (fa/ha/maj)	3	0.84
AND-OR/OR-AND	3	0.33
buffers and inverters	4	1.07
AND/OR/NAND/NOR	1	0.39
[worst min path at each step]
| stage | from | endpoint | slack [ns] | cells after the start |
|---|---|---|---|---|
| 5_1_grt | i_b[0] | o_HEX[2] | 3.17 | 5 |
| 6_report | i_b[0] | o_HEX[2] | 3.11 | 5 |
| 4_1_cts | i_b[0] | o_HEX[2] | 3.13 | 5 |
Power figures rest on the tool's default switching activity, not on a simulated workload.
