<file path="/design/flow/design.v">
module hex_7seg_decoder_custom
    # ( parameter COMMON_ANODE_CATHODE = 0 )  
    (
        input [3:0] in,
        output o_a,
        output o_b,
        output o_c,
        output o_d,
        output o_e,
        output o_f,
        output o_g
    );
    reg a, b, c, d, e, f, g;
    always @(*) begin
        case (in)
            4'd0 : {a, b, c, d, e, f, g} = 7'b0000000 ;  
            4'd4 : {a, b, c, d, e, f, g} = 7'b0110011 ;  
            4'd5 : {a, b, c, d, e, f, g} = 7'b1011011 ;  
            4'd6 : {a, b, c, d, e, f, g} = 7'b1011111 ;  
            4'd10 : {a, b, c, d, e, f, g} = 7'b1110111 ;  
            4'd14 : {a, b, c, d, e, f, g} = 7'b1001111 ;  
            4'd15 : {a, b, c, d, e, f, g} = 7'b1000111 ;  
            default: {a, b, c, d, e, f, g} = 7'b1100111;  
        endcase
    end
    assign {o_a, o_b, o_c, o_d, o_e, o_f, o_g} = COMMON_ANODE_CATHODE ? {a, b, c, d, e, f, g} : ~{a, b, c, d, e, f, g};
endmodule
</file>
<file path="/design/flow/run.sh">
#!/bin/bash
# OpenROAD 26Q1-2900-gdf79404cd8, Yosys 0.63+post, stock flow scripts
make -C /OpenROAD-flow-scripts/flow DESIGN_CONFIG=/design/flow/config.mk WORK_HOME=/design/flow/orfs finish
</file>
<file path="/design/flow/config.mk">
export PLATFORM = sky130hd
export DESIGN_NAME = hex_7seg_decoder_custom
export DESIGN_NICKNAME = hex_7seg_decoder_custom
export VERILOG_FILES = /design/flow/design.v
export SDC_FILE = /design/flow/constraint.sdc
export NUM_CORES = 4
export LEC_CHECK = 1
export CORE_AREA = 10 10 70 70
export DIE_AREA = 0 0 80 80
</file>
<file path="/design/flow/constraint.sdc">
current_design hex_7seg_decoder_custom

set clk_period 1.0
set clk_io_pct 0.2

create_clock -name clk0 -period $clk_period

set non_clock_inputs [all_inputs -no_clocks]
set_input_delay [expr $clk_period * $clk_io_pct] -clock clk0 $non_clock_inputs
set_output_delay [expr $clk_period * $clk_io_pct] -clock clk0 [all_outputs]
</file>
==> flow_summary.json <==
{
  "initial_core_util_pct": 3.846,
  "antenna_left": 0,
  "crit_type": "in -> out",
  "final_cell_area_sq_um": 307.8,
  "p_leak_nw": 0.1107,
  "cp_max_fo": 8,
  "cp-start-kind": "input port",
  "viasPerCell": 2.301,
  "min_path_type": "in -> out",
  "dieWidth_microns": 80,
  "ff_latch_area_sq_um": 0,
  "grt_max_degree": 10,
  "setup.worst_path.end": "o_b",
  "antenna_found_initial": 0,
  "ys_warn_count": 1,
  "grt_pass1_vias": 136,
  "drv_cap": 0,
  "place_ws_ns": -0.9623,
  "final_common_cell": "buf_2",
  "routed_wl_microns": 489,
  "synth_seq_share_pct": 0,
  "rows": 21,
  "topCellsByArea": "nor4bb_1 (15%), a211oi_1 (11%), nor3b_1 (11%)",
  "drt_iter0_drc": 6,
  "cp-end-kind": "primary output",
  "setup_violations": 1,
  "synth_area_sq_um": 131.4,
  "area_growth_pct": 134.3,
  "tightest_slew_ns": 0.2358,
  "fmax_mhz": 959.7,
  "violations": "setup timing",
  "post-route-min-period_ns": 1.042,
  "vdd_drop_max_uv": 31.50,
  "grt_first_pass_wirelength_microns": 759,
  "synth_chip_area_sq_um": 131.4,
  "layout_worst_path_cycle_share_pct": 104.2,
  "ys_cells": 18,
  "finalMaxSlewViolations": 0,
  "num_antenna_cells": 0,
  "vias": 168,
  "p_per_area_nw_per_um2": 307.5,
  "grt.overflow.total": 0,
  "rsz0062_at_grt": "true",
  "setup_ws_ns": -0.04203,
  "layout-drive-gt1-share_pct": 70.37,
  "nClkBuffers": 0,
  "gp_congestion": 0.6311,
  "core_region_area_sq_um": 3416,
  "outcome": "finished with violations",
  "ios": 11,
  "dieArea_sq_um": 6400,
  "place_area_sq_um": 282.8,
  "port-buffer-count": 11,
  "final_util_pct": 9.011,
  "critPathLaunch": "in[2]",
  "final_cell_mix": "buf_2 (6), buf_6 (3), nor4bb_2 (2)",
  "slew_headroom_pct": 84.16,
  "p_total_mw": 0.09466,
  "warning_count": 34,
  "synthCells": 18,
  "ys_types": 15,
  "synth.top_cell.area_share_pct": 15.24,
  "remaining_drc_errors": 0,
  "track_usage_pct": 1.362,
  "finalHoldViolCount": 0,
  "cp.required_ns": 0.80,
  "die_y_microns": 80,
  "holdWs_ns": 0.6349,
  "top_area_cell": "nor4bb_1",
  "dpl.hpwl_microns": 378.9,
  "routedWlPerCell_microns": 6.699,
  "flops": 0,
  "arrival_ns": 0.84,
  "dr.pass1.iters": 2,
  "cts_setup_buffers": 0,
  "avgSynthCellArea_sq_um": 7.299
}
-- synth_stat cells --
cell type	n
buf_4	1
a211o_1	1
buf_6	1
nor2b_1	1
a211oi_1	2
and2_1	1
nor4_2	1
o21ai_0	1
buf_2	1
nor3_1	1
nor2_1	1
nand2b_1	1
nor4bb_1	2
nor3b_1	2
inv_1	1
-- report_power, final --
part           switching [mW]  internal, mW  total, mW  leakage [nW]
clock                       0             0          0             0
sequential                  0             0          0             0
combinational          0.0379        0.0568     0.0947         0.111
-- per-layer routing --
metal	global-route usage, %	share of wire, %	vias to the layer above
met5	0	0	-
met4	0	0	0
met3	0.4545	11	0
met2	1.846	37	7
met1	2.109	51	75
li1	-	-	86
-- cell type report --
| class | count | area, sq um |
|---|---|---|
| Inverter | 1 | 3.754 |
| Multi-Input combinational cell | 14 | 142.6 |
| Timing Repair Buffer | 12 | 103.9 |
| Tap cell | 46 | 57.56 |
| Fill cell | 405 | 3108 |
-- worst max-delay path, stage by stage --
cell and delay, ns:
buf_12 0.11, and2_4 0.14, a211o_1 0.27, buf_2 0.11
-- how the worst min path moves through the flow --
stage	from	end	cells after the start
after CTS	in[2]	o_f	3
final	in[3]	o_a	3
after global routing	in[3]	o_a	3
-- metrics by stage --
stage          setup TNS (ns)  std cells
5_1_grt               -0.1671         73
4_1_cts              -0.04911         73
3_5_place_dp           -6.123         73
6_report             -0.04203         73
3_3_place_gp           -6.058         73
2_1_floorplan               0         18
-- kinds of logic (layout without fill, tap and decap cells) --
kind of cell,count (synthesis),after routing,share of synthesized area (%)
and+or+nand+nor,10,10,57.14
AOI/OAI and AO/OA,4,4,21.90
buffers and inverters,4,13,20.95
-- what timing repair did --
action                                  CTS  global route
resized                                  59             1
endpoints found under the setup margin    7             6
hold buffers                              0             0
hold endpoints to repair                  0             0
pin swaps                                 6             2
No activity file was given, so power comes from the tool's default toggle rates.
